### design/flow/design.v
`timescale 1ns / 1ps
module decoder(
    input [8:0] last_change,
    input mini,
    output reg [6:0] LEDs
    );
    wire [7:0] value;
    assign value = last_change[7:0];
    always@*
        case(value)
        8'h1C : LEDs = (mini)? 7'd97 :7'd65;
        8'h32 : LEDs = (mini)? 7'd98 :7'd66;
        8'h21 : LEDs = (mini)? 7'd99 :7'd67;
        8'h23 : LEDs = (mini)? 7'd100 :7'd68;
        8'h24 : LEDs = (mini)? 7'd101 :7'd69;
        8'h2B : LEDs = (mini)? 7'd102 :7'd70;
        8'h34 : LEDs = (mini)? 7'd103 :7'd71;
        8'h33 : LEDs = (mini)? 7'd104 :7'd72;
        8'h43 : LEDs = (mini)? 7'd105 :7'd73;        
        8'h3B : LEDs = (mini)? 7'd106 :7'd74;
        8'h42 : LEDs = (mini)? 7'd107 :7'd75;
        8'h4B : LEDs = (mini)? 7'd108 :7'd76;
        8'h3A : LEDs = (mini)? 7'd109 :7'd77;
        8'h31 : LEDs = (mini)? 7'd110 :7'd78;
        8'h44 : LEDs = (mini)? 7'd111 :7'd79;
        8'h4D : LEDs = (mini)? 7'd112 :7'd80;
        8'h15 : LEDs = (mini)? 7'd113 :7'd81;
        8'h2D : LEDs = (mini)? 7'd114 :7'd82;
        8'h1B : LEDs = (mini)? 7'd115 :7'd83;
        8'h2C : LEDs = (mini)? 7'd116 :7'd84;
        8'h3C : LEDs = (mini)? 7'd117 :7'd85;
        8'h2A : LEDs = (mini)? 7'd118 :7'd86;
        8'h1D : LEDs = (mini)? 7'd119 :7'd87;
        8'h22 : LEDs = (mini)? 7'd120 :7'd88;
        8'h35 : LEDs = (mini)? 7'd121 :7'd89;
        8'h1A : LEDs = (mini)? 7'd122 :7'd90;
        default : LEDs = 7'd0;
        endcase
endmodule
### design/flow/run.sh
#!/bin/bash
# OpenROAD 26Q1-2900-gdf79404cd8, Yosys 0.63+post, stock flow scripts
make -C /OpenROAD-flow-scripts/flow DESIGN_CONFIG=/design/flow/config.mk WORK_HOME=/design/flow/orfs finish
### design/flow/config.mk
export PLATFORM = sky130hd
export DESIGN_NAME = decoder
export DESIGN_NICKNAME = decoder
export VERILOG_FILES = /design/flow/design.v
export SDC_FILE = /design/flow/constraint.sdc
export NUM_CORES = 4
export LEC_CHECK = 1
export CORE_AREA = 10 10 70 70
export DIE_AREA = 0 0 80 80
### design/flow/constraint.sdc
current_design decoder

set clk_period 4.0
set clk_io_pct 0.2

create_clock -name clk0 -period $clk_period

set non_clock_inputs [all_inputs -no_clocks]
set_input_delay [expr $clk_period * $clk_io_pct] -clock clk0 $non_clock_inputs
set_output_delay [expr $clk_period * $clk_io_pct] -clock clk0 [all_outputs]
==> flow_summary.toml <==
# synthesis and place-and-route metrics
[pwr]
peakVddDrop_mv = 0.0374
cellLeakagePower_nw = 0.319
power_density_mw_per_mm2 = 80.7

[logic_synthesis]
yosys_area_um2 = 706
yosys.cell_types.count = 49
area_leaders = "buf_2 (5.0%), nor2_1 (4.8%), o21ai_0 (4.3%)"
syn-cell-area_um2 = 706
common_cells = "nor2_1 (9), nand2_1 (8), buf_2 (7)"
synth.avg_cell_area_um2 = 6.60
synth_top_area_share_pct = 4.96
ys_seq_share_pct = 0
top_cell = "nor2_1"
ys_cells = 107
yosysWarnings = 1
synth_top_cell_by_area = "buf_2"
synthCells = 107

[final_layout]
seq_area_um2 = 0
postLayoutCoreUtil_pct = 27.1
flops = 0
design_area_um2 = 925
syn_to_final_growth_pct = 31.0
drive_gt1_share_pct = 15.0
n_clock_buffer = 0

[routing]
wire_per_inst_um = 13.4
drt-pass1-iter-count = 4
drt-initial-drc-count = 141
ant_nets = 0
viasPerCell = 5.40
vias = 896
drcViolationCount = 0
routed_wl_um = 2230
num_antenna_cells = 0

[setup_path]
startpoint = "last_change[4]"
end_kind = "primary output"
cp_max_fo = 11
critPathLaunchType = "input pin"
criticalPathCategory = "input pin to primary output"
cp_data_arrival_time_ns = 3.02
required_ns = 3.20

[final_timing]
worst_slew_pin_slew_ns = 0.480
fin_crit_ns = 3.82
timing.final.crit_share_pct = 95.4
grt_setup_unrepaired = "false"
final_max_slew_viol_count = 0
hold_violations = 0
fmax_ghz = 0.262
max_slew_margin_pct = 67.7
finalSetupTns_ns = 0
setup_violations = 0

[grt]
antenna_found_initial = 0
grt_overflow = 0
grt_pass1_wl_um = 3740
grt_usage_pct = 6.72
grt_max_degree = 21
grt_pass1_vias = 776

[die]
die-area_mm2 = 0.00640
io_pins = 17
die_w_um = 80
die_y_um = 80
rows = 21
coreArea_mm2 = 0.00342
floorplan.core_util_pct = 20.7

[place]
dp_hpwl_um = 1750
dpl-instance-area_um2 = 922
portBuffers = 16
globalplace.congestion = 0.885

[clock_tree]
ctsHoldBuffers = 0
post_cts_buffers = 0
cts-resized-gates = 0

[run]
maxCapViolations = 0
log.warning_count = 33

[outcome]
status = "finished, final reports clean"

[min_path]
hp-start = "mini"
hold_path.class = "input pin to primary output"
through the flow:
stage	hold WS, ns	setup WS, ns	power [mW]	std cells
final	2.48	0.183	0.0746	166
after global routing	2.52	0.00403	0.0817	166
after CTS	2.49	0.133	0.0738	166
after detailed placement	2.48	0.142	0.0734	166
after global placement	2.49	0.166	0.0733	166
after floorplan	1.65	1.44	0.0458	107
power by group:
group          total [mW]  internal (mW)  switching, mW  leakage, nW
Sequential              0              0              0            0
Combinational      0.0746         0.0357         0.0389        0.319
Clock                   0              0              0            0
metal layers:
| layer | GRT usage, % | vias to the layer above | wire, um |
|---|---|---|---|
| li1 | - | 440 | - |
| met1 | 9.43 | 401 | 878 |
| met2 | 11.4 | 55 | 1100 |
| met3 | 0.682 | 0 | 254 |
| met4 | 0 | 0 | 0 |
| met5 | 0 | - | 0 |
cells in the final DEF, fill, tap and decap left out, types with 4 or more instances in the layout:
cell type and instances:
clkdlybuf4s50_1 16, buf_4 9, nor2_1 9, o21ai_0 6, nor3_1 4, nand2_1 8
nand2b_1 4
critical path, stage by stage:
cell             delay (ns)
clkdlybuf4s50_1        0.67
buf_4                  0.22
and3b_1                0.19
o211ai_1               0.15
o21ai_1                0.12
nor4_2                 0.32
a31oi_1                0.13
clkdlybuf4s50_1        0.42
final timing paths:
path	endpoint	slack, ns	depth (start not counted)
setup / recovery	LEDs[5]	0.18	8
hold / removal	LEDs[5]	2.48	4
cell type report:
| class | count | area [um^2] |
|---|---|---|
| Tap cell | 46 | 57.6 |
| Fill cell | 379 | 2490 |
| Inverter | 3 | 11.3 |
| Multi-Input combinational cell | 92 | 628 |
| Timing Repair Buffer | 25 | 228 |
cell families after synthesis:
group	share of synthesized area (%)
and+or+nand+nor	48.4
AOI/OAI and AO/OA	35.8
buffers and inverters	11.3
muxes	3.19
xor gates and xnor gates	1.24
No activity file was given, so power comes from the tool's default toggle rates.
